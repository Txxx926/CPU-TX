==> flow/design.v <==
module BEdecoder(
    input [1:0] Store_Address_in_low2,
    input [31:0] Store_Address_in,
    input [31:0] FReadData2M,
    input [31:0] PCNOW,
    input [31:0]ExceptionM_1,
    input [31:0] instrM,
    input We_Mem,
    output reg[31:0]ExceptionM_2,
    output reg [3:0] BE,
    output reg En,
    output reg [31:0]store_address,
    output reg [31:0] Wdata_out
    );
	 always@(*) begin
	 BE=4'b0000;
	 En=1'b1;
	 ExceptionM_2=ExceptionM_1;
	 if(We_Mem==1'b1)
	 begin
	  if(instrM[31:26]==6'b101001)  begin  
	        if(Store_Address_in_low2==2'b10) begin BE=4'b1100; En=1'b1;store_address=Store_Address_in-32'd2;Wdata_out={FReadData2M[15:0],16'h0};end
			else if(Store_Address_in_low2==2'b00) begin BE=4'b0011;En=1'b1;store_address=Store_Address_in;Wdata_out={16'h0,FReadData2M[15:0]};end
			else begin ExceptionM_2={ExceptionM_1[31:5],1'b1,ExceptionM_1[3:0]};end
			end
	  if(instrM[31:26]==6'b101000)begin  
	       case(Store_Address_in_low2)
			   	2'b00 :  begin
			   		BE=4'b0001;
			   		store_address=Store_Address_in;
			   		Wdata_out={23'h0,FReadData2M[7:0]};
			   		end
				2'b01 :  begin 
					BE=4'b0010;
					store_address=Store_Address_in-32'd1;
					Wdata_out={16'h0,FReadData2M[7:0],8'h0};
					end
				2'b10 :  begin BE=4'b0100;
					store_address=Store_Address_in-32'd2;
					Wdata_out={8'h0,FReadData2M[7:0],16'h0};
						 end
				2'b11 :  begin 
						BE=4'b1000;
						store_address=Store_Address_in-32'd3;
						Wdata_out={FReadData2M[7:0],24'h0};
					end
			  endcase
		end
	  if(instrM[31:26]==6'b101011)  
	      begin
	      	if(Store_Address_in_low2[1:0]==2'b00)begin
	        BE=4'b1111;
	        store_address=Store_Address_in;
	        Wdata_out=FReadData2M;
	    		end
	    	else begin
	    		ExceptionM_2={ExceptionM_1[31:5],1'b1,ExceptionM_1[3:0]};
	    	end
	       end
	   end
	   else if(We_Mem==1'b0)begin
	  if(instrM[31:26]==6'b100011) 
	  	begin
	  		if(Store_Address_in_low2[1:0]!=2'b00)begin
	  		    ExceptionM_2={ExceptionM_1[31:5],1'b1,ExceptionM_1[3:0]};
	  		end
	  		else begin
	  			En=1'b1;
	  			store_address=Store_Address_in;
	  		end
	  	end
	  if(instrM[31:26]==6'b100000 |instrM[31:26]==6'b100000 ) 
	  	begin
	  		En=1'b1;
	  		store_address=Store_Address_in;
	  	end
	  if(instrM[31:26]==6'b100001 |instrM[31:26]==6'b100101) 
	  	begin
	  		if(Store_Address_in_low2[0]==1'b1)
	  		begin
	  			ExceptionM_2={ExceptionM_1[31:5],1'b1,ExceptionM_1[3:0]};
	  		end
	  		else begin
	  			En=1'b1;
	  			store_address=Store_Address_in;
	  		end
	  	end
	  	if(PCNOW[1:0]!=2'b00)begin
	  		ExceptionM_2={ExceptionM_1[31:5],1'b1,ExceptionM_1[3:0]};
	  	end
	 end
    end
endmodule
==> flow/run.sh <==
#!/bin/bash
# OpenROAD 26Q1-2900-gdf79404cd8, Yosys 0.63+post, stock flow scripts
make -C /OpenROAD-flow-scripts/flow DESIGN_CONFIG=/design/flow/config.mk WORK_HOME=/design/flow/orfs finish
==> flow/config.mk <==
export PLATFORM = sky130hd
export DESIGN_NAME = BEdecoder
export DESIGN_NICKNAME = BEdecoder
export VERILOG_FILES = /design/flow/design.v
export SDC_FILE = /design/flow/constraint.sdc
export NUM_CORES = 4
export LEC_CHECK = 1
export CORE_AREA = 10 10 181 181
export DIE_AREA = 0 0 191 191
==> flow/constraint.sdc <==
current_design BEdecoder

set clk_period 5.4
set clk_io_pct 0.2

create_clock -name clk0 -period $clk_period

set non_clock_inputs [all_inputs -no_clocks]
set_input_delay [expr $clk_period * $clk_io_pct] -clock clk0 $non_clock_inputs
set_output_delay [expr $clk_period * $clk_io_pct] -clock clk0 [all_outputs]
==> notes.md <==
fresh numbers from the pnr run: minimum hold slack 2.16 ns, Final GP Congestion 0.937, yosys synthesis warning count 193, Synth async-reset ratio 0%, sw power 279 uW, Worst Hold Depth 0, OpenROAD warnings 88, Sequential cell area about 960 um2, Final Setup Violations 0, status finished clean, register share of total power 23.2%, grt ovf 0, Slew @ Worst Pin approximately 0.94 ns, initial antenna violation count 2, Final Critical Period 4.50 ns, register pins left without a clock 64, via/cell ratio 5.18, YS chip area between 5000 and 6000 um2, Antenna Diode Count 0, All-Layer GR Usage 13.4%, PortBufs approximately 150, syn_area_per_cell about 7 um2, Die Ht 191 um, #FFs+latches synth roughly 64, floorplan utilization roughly a fifth, CTS Hold Bufs 0, max-slew violations 0, die area 36,500 um2, vias in the first global route around 5,800, Max-Cap Viols 0, CP Capture Type primary output, Crit Path Class primary input to primary output, Leakage roughly 2.5 nW, slew margin rel. a little under two fifths, CP required 4.32 ns, first-pass GRT wire length 37.7 mm, DRC Markers 0, cell count after synthesis 776, Antenna Nets Post-Route 0, Logic area 3820 um2, largest net degree at the start of global routing 59, min-delay worst type primary input to primary output, PostCTS Resize Cnt 0, FP Rows ~62, DR iter-0 viols 596, RSZ-0062 raised after global routing false, EDFF count, synth 0, Yosys cell types 77, DP Cell Count 1,223, crit path launch type primary input, Yosys Instances 776, switch share ~41%, Post-DP HPWL 19.0 mm, # Post-CTS Setup Buffers 0, Clock Power Share 0%, Finished Layout Cells 1,223, period utilization 83.3%, I/O pin cnt 264, maximum vdd ir drop 0.0000498 V, fmax 0.222 GHz, final instance area 6960 um2, Cell Area, Synth 5440 um2, Post-Route Utilization roughly a quarter, Critical Path AT 3.42 ns, endpoints left unconstrained 128, DRT Wirelength 25.5 mm, main flop type dlxtn_1, Vias 6,331, Max Fanout on Critical Path 10, Hold Startpoint ExceptionM_1[10], Placed Area 6960 um2, Core ar. roughly 29,000 um2, final hold vios 0, fill count about 3,200, pwr/cell area 97.0 nW/um2, internal power 396 uW, share of layout cells above drive strength 1 7.15%, Die W 191 um, Hold Path End ExceptionM_2[10], area delta synth->final 28.0%, Wirelength per Cell approximately 21 um, setup TNS 0 ns, combinational group share of total power 76.8%, Initial DRT Pass Iterations 7
## cells in the final DEF (no fill, tap or decap), drive strengths merged, types with 5 or more instances in the layout
cell type and count:
clkdlybuf4s50 144, o21a 8, a22oi 17, buf 27, or4 8, a222oi 6, nand2 57, nor4 17
dlxtn 64, a221oi 12, mux2 7, a211oi 11, xnor2 24, a31oi 6, mux2i 23, nand2b 5
a311o 5, a21oi 46, inv 16, o21ai 53, o22ai 12, a22o 10, o211ai 9, nor3 37
nor2 84, nand3 16, nand4 13, xor2 22, or3 7, o221ai 11
## routing by layer
layer | up-vias | track usage, % | part of all wire, % | routed length, um
li1 | 2990 | - | - | -
met2 | 356 | 20.2 | 44 | 11100
met4 | 4 | 0.757 | 0.69 | 177
met5 | - | 0 | 0.11 | 28
met3 | 21 | 4.50 | 12 | 3010
met1 | 2960 | 18.9 | 44 | 11200
## critical path, stage by stage
cell and delay [ns]:
clkdlybuf4s50_1 0.49, nand4bb_1 0.40, nor4_2 0.46, nor2_1 0.07, buf_4 0.21, a21oi_1 0.13, o21ai_0 0.10, clkdlybuf4s50_1 0.45
## registers in the layout, indices dropped and copies added (netlist names)
signal and count:
store_address 32, Wdata_out 32
## through the flow
stage | worst slack, ns | power, mW
3_3_place_gp | 0.921 | 0.671
2_1_floorplan | 1.34 | 0.388
5_1_grt | 0.683 | 0.739
6_report | 0.903 | 0.675
3_5_place_dp | 0.864 | 0.675
4_1_cts | 0.867 | 0.680
## power groups by stage
| stage | registers, mW | clock network, mW | logic [mW] |
|---|---|---|---|
| 4_1_cts | 0.157 | 0 | 0.523 |
| 5_1_grt | 0.167 | 0 | 0.572 |
| 6_report | 0.157 | 0 | 0.519 |
## how the worst max path moves through the flow
stage / from / endpoint / slack [ns] / cells past startpoint
4_1_cts: instrM[28] / ExceptionM_2[4] / 0.87 / 8
5_1_grt: instrM[28] / ExceptionM_2[4] / 0.68 / 8
6_report: instrM[28] / ExceptionM_2[4] / 0.90 / 8
## Yosys cell counts, types with 5 or more instances
master | n | area share [%]
buf_2 | 6 | 0.55
o22ai_1 | 12 | 1.4
nand4_1 | 13 | 1.5
a221oi_1 | 12 | 1.9
nand2b_1 | 5 | 0.57
or3_1 | 6 | 0.69
a211oi_1 | 11 | 1.5
nor3_1 | 36 | 3.3
a222oi_1 | 6 | 1.1
a21oi_1 | 46 | 4.2
nand3_1 | 16 | 1.5
clkbuf_1 | 54 | 3.7
xor2_1 | 22 | 3.5
o21ai_0 | 52 | 4.8
a31oi_1 | 6 | 0.69
buf_6 | 7 | 1.4
nor2_1 | 84 | 5.8
o21a_1 | 8 | 1.1
a22o_1 | 10 | 1.6
o211ai_1 | 8 | 1.1
mux2i_1 | 23 | 4.2
xnor2_1 | 24 | 3.9
inv_1 | 16 | 1.1
dlxtn_1 | 64 | 18
buf_4 | 33 | 4.6
a22oi_1 | 17 | 2.3
mux2_2 | 7 | 1.4
nor4_1 | 14 | 1.6
nand2_1 | 57 | 3.9
o221ai_1 | 11 | 1.8
## final cells by class
class	instances	share of cell area, %
Inverter	16	0.863
Multi-Input combinational cell	588	54.9
Sequential cell	64	13.8
Tap cell	384	6.90
Timing Repair Buffer	171	23.6
## cells by family after synthesis
group	count (synthesis)	synth area share (%)
and+or+nand+nor	268	24.8
AOI/OAI and AO/OA	240	30.8
buffers and inverters	124	12.7
latches	64	17.7
xor gates and xnor gates	46	7.41
muxes	30	5.68
adders and majority gates	3	0.828
other	1	0.0689
Power and IR drop assume default switching activity.
