[./design.v]
module Regfile(A1,A2,A3,RD1,RD2,WD,We,Clk,resetn);
    input [4:0] A1;
    input [4:0] A2;
    input [4:0] A3;
    output [31:0] RD1;  
    output [31:0] RD2;
	 input [31:0] WD;
	 input We;             
	 input Clk;
    input resetn;
	 reg [31:0] gpr[31:0];
	 assign RD1=(We&A1==A3&A3!=0)?WD:gpr[A1];
	 assign RD2=(We&A2==A3&A3!=0)?WD:gpr[A2];
	 integer i;
	 initial 
		begin 
			for(i=0;i<32;i=i+1)
					gpr[i] =0;
		end
	 always@(posedge Clk or negedge resetn)
	 begin
			if(resetn==1'b0)
				begin
				  for(i=0;i<32;i=i+1)
					gpr[i] =0;
				end 
			else if(We&A3!=0) begin
            	gpr[A3] <= WD;
        end
	 end
endmodule
[./config.mk]
export PLATFORM = sky130hd
export DESIGN_NAME = Regfile
export DESIGN_NICKNAME = Regfile
export VERILOG_FILES = /design/flow/design.v
export SDC_FILE = /design/flow/constraint.sdc
export NUM_CORES = 4
export LEC_CHECK = 1
export CORE_UTILIZATION = 50
[./constraint.sdc]
current_design Regfile

set clk_period 7.9
set clk_io_pct 0.2

create_clock -name clk0 -period $clk_period [get_ports {Clk}]

set non_clock_inputs [all_inputs -no_clocks]
set_input_delay [expr $clk_period * $clk_io_pct] -clock clk0 $non_clock_inputs
set_output_delay [expr $clk_period * $clk_io_pct] -clock clk0 [all_outputs]
[./run.sh]
#!/bin/bash
# OpenROAD 26Q1-2900-gdf79404cd8, Yosys 0.63+post, stock flow scripts
make -C /OpenROAD-flow-scripts/flow DESIGN_CONFIG=/design/flow/config.mk WORK_HOME=/design/flow/orfs finish
==> results.toml <==
# implementation run metrics
[timing]
timing.slew.headroom = 0.197
setup_total_negative_slack_ns = 0
final.min_clock_period_ns = 7.22
final-max-slew-violation-count = 0
finalClockSkew_ns = 0
grt_setup_unrepaired = "no"
report.final.hold_viol_count = 0
max_freq_mhz = 138
part_of_the_cycle_the_worst_path_needs = 0.914
tightest_slew_ns = 1.17
final_count_of_negative_setup_slack_endpoints = 0

[worst_setup_path]
critPathKind = "in -> out"
worstPathCellList = "buf_2 -> buf_4 -> and3_1 -> buf_4 -> a22oi_1 -> o21ai_0 -> nor4_1 -> a21oi_1 -> clkdlybuf4s50_1"
cp-start-kind = "primary input"
ff2ff_path_depth = 1
timing.reg2reg.setup_slack_ns = 6.98
crit_fanout = 16
worstPathArrival_ns = 5.64
critical-path-slowest-cell = "sky130_fd_sc_hd__o21ai_0"
crit_path_max_incr_delay_ns = 0.94
worst-endpoint-required_ns = 6.32
worst_setup_path_end_kind = "primary output"
cp_common_cell = "sky130_fd_sc_hd__buf_4"

[pwr]
finalPower_mw = 14.8
power_per_cell_area_nw_per_um2 = 247
power.ir.vdd_worst_mv = 0.218
power.leakage_nw = 26.9

[global_routing]
global_route.usage.total = 0.554
grt_pass1_vias = 45900
grt_start_max_net_pins = 124
grt-ovfl-total = 0
wire_length_of_the_first_global_routing_pass_mm = 384
number_of_antenna_violations_at_the_first_check_in_global_routing = 40

[worst_hold_path]
timing.hold.worst_path_depth = 0
hold_removal_path_class = "reg -> reg"

[drt]
finalWirelength_mm = 281
dr_wl_met2_mm = 109
first_pass_iters = 9
met3_wl_post_dr_mm = 50.7
detailedRoute.firstIterationViolations = 7149
m1WireLength_mm = 97.9
drt-vias-per-instance = 7.83
routed.top_layer = "met5"
post-route-drc-count = 0
post_drt_wl_per_cell_um = 46.5
ant_nets = 0
detailroute.via_count = 47400

[place]
placed_wire_length_estimate_after_detailed_placement_mm = 174
io_buffer_count = 113
place_area_um2 = 56200
gp_congestion = 1.08

[die]
dieHeight_um = 327
chip_area_um2 = 107000
io-pin-count = 114
rows = 118
die_width_um = 327
core-area_um2 = 104000
fraction_of_the_core_area_occupied_by_cells_at_floorplan = 0.507

[cells_and_area]
layout-drive-gt1-share = 0.338
largestRegisters = "gpr: 1024 flops"
final_layout_top_logic_cells = "1024 x sky130_fd_sc_hd__dfrtp_1, 911 x sky130_fd_sc_hd__mux2_2, 668 x sky130_fd_sc_hd__a22oi_1"
layout-area-overhead-vs-synth_pct = 13.8
layout.cells.most_common = "sky130_fd_sc_hd__dfrtp_1"
final.fill_count = 8638
largest_register_ffs = 1024
finish.instance_area_um2 = 60100
registers.top_by_ff_count = "gpr"

[cts]
htree_num_levels = 3
tritoncts = "yes"
cts_hold_buf = 0
numCtsBuffers = 111
worst_setup_hold_path_clk_slew_ns = 0.06
clockRootBuffer = "sky130_fd_sc_hd__clkbuf_16"
cts_buffer_depth = 3
cts.sinks = 1024
clk-insertion-delay-late_ns = 0.73
setup_repair_bufs_after_cts = 0
cts_repair_resize_count = 0

[synth]
syn-instance-count = 4520
chip_area_estimate_from_yosys_synthesis_um2 = 52800
synth_async_sr_flop_share = 1.00
netlist_top_cells_area = "sky130_fd_sc_hd__dfrtp_1 49%, sky130_fd_sc_hd__mux2_2 19%, sky130_fd_sc_hd__a22oi_1 9.5%"
synth.yosys.seq_area_share = 0.485
dominantRegCellSynth = "sky130_fd_sc_hd__dfrtp_1"
synth_flops = 1024
synth-warning-count = 2
yosys.area.top_type = "sky130_fd_sc_hd__dfrtp_1"
synth.avg_cell_area_um2 = 11.7
synth_top_area_share = 0.485
enable_flop_cells = 0
yosysCellCount = 4520
synthDistinctLibCells = 75
synth.cell_area_um2 = 52800

[run]
cap_violations = 0
log.warning_count = 56

[status]
outcome = "finished clean"
-- power breakdown --
| part | switching (mW) | total [mW] | internal [mW] | leakage [nW] |
|---|---|---|---|---|
| Combinational | 1.06 | 2.18 | 1.12 | 12.0 |
| Clock | 2.29 | 5.41 | 3.12 | 1.82 |
| Sequential | 1.02 | 7.25 | 6.23 | 13.1 |
-- logic make-up after synthesis --
family,count (synthesis),share of synthesized area
compound gates,1047,0.149
xor+xnor,10,0.00166
buf+inv,494,0.0444
flops,1024,0.485
mux,1003,0.216
simple gates,942,0.104
-- layout make-up --
type	instances	area, um^2	area share
clock inverter	52	562	0.00935
antenna	44	110	0.00183
inverter	7	26.3	0.000437
tap	1380	1730	0.0287
clock buffer	150	3160	0.0526
sequential	1024	25600	0.427
timing repair buffer	395	3480	0.0580
multi-input combinational	3002	25400	0.422
-- path summary, 6_finish.rpt --
kind | endpoint | from
setup reg to reg | gpr[15][26]$_DFFE_PN0P_ | gpr[15][26]$_DFFE_PN0P_
setup / recovery | RD2[30] | A2[0]
max in group asynchronous | gpr[26][12]$_DFFE_PN0P_ | resetn
hold reg to reg | gpr[0][3]$_DFFE_PN0P_ | gpr[0][3]$_DFFE_PN0P_
hold / removal | gpr[0][3]$_DFFE_PN0P_ | gpr[0][3]$_DFFE_PN0P_
min in group asynchronous | gpr[27][22]$_DFFE_PN0P_ | resetn
-- synthesized netlist by cell type (all sizes together) (19+ instances only) --
cell type  count
a2111oi       90
a21oi         75
a221oi        24
a22o          32
a22oi        668
a2bb2oi       19
and3         277
buf          260
clkbuf       227
dfrtp       1024
mux2         997
nand2        152
nand3        102
nand4        126
nor2         108
nor3          30
nor4          64
o21ai         50
o22ai         40
-- critical path, delay by kind of cell --
kind                   cells  cell delay [ns]
AND/OR/NAND/NOR            2             0.96
buffers and inverters      4             1.65
AND-OR/OR-AND              3             1.41
-- metal layers --
| layer | global-route usage | vias up |
|---|---|---|
| li1 | - | 17500 |
| met1 | 0.708 | 23600 |
| met2 | 0.692 | 4700 |
| met3 | 0.376 | 1557 |
| met4 | 0.340 | 23 |
| met5 | 0.0257 | - |
-- through the flow --
step,hold slack (ns),util,worst slack [ns],cells
6_report,0.396,0.577,0.679,6054
5_1_grt,0.408,0.576,0.645,6011
4_1_cts,0.400,0.576,0.935,6010
3_5_place_dp,0.385,0.540,0.951,5808
3_3_place_gp,0.382,0.540,1.01,5808
2_1_floorplan,0.440,-,3.27,4520
No activity file was given, so power comes from the tool's default toggle rates.
