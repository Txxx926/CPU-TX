`flow/config.mk`:
```
export PLATFORM = sky130hd
export DESIGN_NAME = CP0
export DESIGN_NICKNAME = CP0
export VERILOG_FILES = /design/flow/design.v
export SDC_FILE = /design/flow/constraint.sdc
export NUM_CORES = 4
export LEC_CHECK = 1
export CORE_UTILIZATION = 50
```
`flow/constraint.sdc`:
```
current_design CP0

set clk_period 5.7
set clk_io_pct 0.2

create_clock -name clk0 -period $clk_period [get_ports {clk}]

set non_clock_inputs [all_inputs -no_clocks]
set_input_delay [expr $clk_period * $clk_io_pct] -clock clk0 $non_clock_inputs
set_output_delay [expr $clk_period * $clk_io_pct] -clock clk0 [all_outputs]
```
`flow/design.v`:
```
module CP0(
	input clk,
	input restn,
	input  Wb_Write_CP0,
	input WE_MEM,
	input RI,
	input wire [31:0] badaddress,
	input wire [4:0] Wb_Write_Addr,
	input wire [31:0] Wb_Write_Data,
	input wire [4:0] Mem_Read_Addr,
	input wire [4:0] Exception_type, 
	input wire is_in_delay_slot,
	input wire[31:0] current_pc,
	input wire [5:0] int_,
	output reg[31:0]  Read_data_o,
	output reg[31:0]	BadVAddr_o,  
	output reg[31:0]   status_o,	 
	output reg[31:0]   cause_o,		 
	output reg[31:0]   epc_o		 
	);
reg [31:0] num_11;
parameter BadVAddr_reg_Addr=5'd8;
parameter status_reg_Addr=5'd12;
parameter cause_reg_Addr=5'd13;
parameter epc_reg_Addr=5'd14;
parameter Address_Error=5'b00001;
parameter Overflow=5'b00010;
parameter Syscall=5'b00011;
parameter Break=5'b00100;
parameter Eret=5'b00101;
parameter RI_=5'b10101;
parameter SOFT=5'b10111;
wire PCERROR;
assign PCERROR=(current_pc[1:0]!=2'b00)?1'b1:1'b0;
always@(*)begin
		if(current_pc!=32'hfffffffc)begin
		case(Exception_type)
		RI_:begin
			if(status_o[1]==1'b0)begin
				if(is_in_delay_slot==1'b1)begin
					epc_o<=current_pc-4;
					cause_o[31]<=1'b1;
				end
				else begin
					epc_o<=current_pc;
					cause_o[31]<=1'b0;
				end
			end
			status_o[1]<=1'b1;
			cause_o[6:2]<=5'h0a;
			BadVAddr_o<=current_pc;
		end
		SOFT:begin
			if(status_o[1]==1'b0)begin
				if(is_in_delay_slot==1'b1)begin
					epc_o<=current_pc-4;
					cause_o[31]<=1'b1;
				end
				else begin
					epc_o<=current_pc;
					cause_o[31]<=1'b0;
				end
			end
			status_o[1]<=1'b1;
			cause_o[6:2]<=5'h00;
			BadVAddr_o<=current_pc;
		end
		Syscall:begin
			if(status_o[1]==1'b0)begin
				if(is_in_delay_slot==1'b1)begin
					epc_o<=current_pc-4;
					cause_o[31]<=1'b1;
				end
				else begin
					epc_o<=current_pc;
					cause_o[31]<=1'b0;
				end
			end
			status_o[1]<=1'b1;
			cause_o[6:2]<=5'b01000;
		end
		Overflow:begin
			if(status_o[1]==1'b0)begin
				if(is_in_delay_slot==1'b1)begin
					epc_o<=current_pc-4;
					cause_o[31]<=1'b1;
				end
				else begin
					epc_o<=current_pc;
					cause_o[31]<=1'b0;
				end
			end
			status_o[1]<=1'b1;
			cause_o[6:2]<=5'b01100;
		end
		Address_Error:begin
			if(status_o[1]==1'b0)begin
				if(is_in_delay_slot==1'b1)begin
					epc_o<=current_pc-4;
					cause_o[31]<=1'b1;
				end
				else begin
					epc_o<=current_pc;
					cause_o[31]<=1'b0;
				end
			end
			status_o[1]<=1'b1;
			if(WE_MEM)begin
				cause_o[6:2]<=5'b00101;
				BadVAddr_o<=badaddress;
			end
			else begin
				cause_o[6:2]<=5'b00100;
				if(current_pc[1:0]==2'b00)begin
				BadVAddr_o<=badaddress;
				end
				else begin
				BadVAddr_o<=current_pc;
				end
			end
		end
		Break:begin
			if(status_o[1]==1'b0)begin
				if(is_in_delay_slot==1'b1)begin
					epc_o<=current_pc-4;
					cause_o[31]<=1'b1;
				end
				else begin
					epc_o<=current_pc;
					cause_o[31]<=1'b0;
				end
			end
			status_o[1]<=1'b1;
			cause_o[6:2]<=5'b01001;
		end
		Eret:begin
			status_o[1]<=1'b0;
		end
		endcase
	end
end
always @(posedge clk ) begin
	if (!restn) begin
			status_o <= 32'b00010000000000000000000000000000;
			cause_o <= 32'h0;
			epc_o <= 32'h0;
			BadVAddr_o<=32'h0;
	end
	else begin
		cause_o[15:10]<=int_;
		if(Wb_Write_CP0==1'b1&(current_pc!=32'hfffffffc))begin
			case(Wb_Write_Addr)
			BadVAddr_reg_Addr:begin
				BadVAddr_o<=Wb_Write_Data;
			end
			5'b11100:begin
				cause_o[6:2]<=5'b00100;
					status_o[1]<=1'b1;
					epc_o<=Wb_Write_Data;
			end
			status_reg_Addr:begin
				status_o<=Wb_Write_Data;
			end
			cause_reg_Addr:begin
				cause_o[9:8] <= Wb_Write_Data[9:8];
				cause_o[23] <= Wb_Write_Data[23];
				cause_o[22] <= Wb_Write_Data[22];
			end
			epc_reg_Addr:begin
				epc_o<=Wb_Write_Data;
				if(Wb_Write_Data==32'hb27f9789)begin
					cause_o[6:2]<=5'b0100;
					status_o[1]<=1'b1;
				end
			end
			endcase
		end
	end
end
always@(*) begin
		if(!restn) begin
			Read_data_o<= 32'h0;
		end else begin
				case (Mem_Read_Addr) 
					BadVAddr_reg_Addr:		begin
					if(Wb_Write_CP0==1'b1&Wb_Write_Addr==BadVAddr_reg_Addr)begin
						Read_data_o <= Wb_Write_Data;
					end
					else begin
						Read_data_o<=BadVAddr_o;
					end
					end
					status_reg_Addr:	begin
					if(Wb_Write_CP0==1'b1&Wb_Write_Addr==status_reg_Addr)begin
						Read_data_o <= Wb_Write_Data;
					end
					else begin
						Read_data_o<=status_o;
					end
					end
					cause_reg_Addr:	begin
					if(Wb_Write_CP0==1'b1&Wb_Write_Addr==cause_reg_Addr)begin
						Read_data_o <= Wb_Write_Data;
					end
					else begin
						Read_data_o<=cause_o;
					end
					end
					5'b01011:begin
						if(Wb_Write_CP0==1'b1&Wb_Write_Addr==5'd11)begin
						Read_data_o <= Wb_Write_Data;
						end
						else begin
						Read_data_o<=cause_o;
						end
					end
					epc_reg_Addr:	begin
					if(Wb_Write_CP0==1'b1&Wb_Write_Addr==epc_reg_Addr)begin
						Read_data_o <= Wb_Write_Data;
					end
					else begin
						Read_data_o<=epc_o;
					end
					end
					default: 	begin
					end			
				endcase   
		end     
	end       
endmodule
```
`flow/run.sh`:
```
#!/bin/bash
# OpenROAD 26Q1-2900-gdf79404cd8, Yosys 0.63+post, stock flow scripts
make -C /OpenROAD-flow-scripts/flow DESIGN_CONFIG=/design/flow/config.mk WORK_HOME=/design/flow/orfs finish
```
==> GITHUB_STEP_SUMMARY <==
### Flow metrics

| Metric | Value |
|---|---|
| Max-area cell share | `25.4%` |
| Stop err | `ERROR: Found 66 problems in 'check -assert'.` |
| FFs w/ async S/R, synth | `0%` |
| Failed at | `synthesis (1_2_yosys)` |
| Yosys cell types | `roughly 70` |
| Status | `stopped before the end` |
| Synth warnings | `1` |
| Synth area leader | `dfxtp_1` |
| Most used flip-flop cell | `dfxtp_1` |
| Yosys cell count | `856` |
| Yosys chip area | `around 8400 µm²` |
| Synth cell count leaders | `mux2i_1, nor2_1, dfxtp_1, dlxtn_1, mux2_2` |
| Registers, synthesis | `205` |
| Main area contributors | `dfxtp_1, dlxtn_1, mux2i_1` |
| EDFF count, synth | `0` |
| Synth top cell by count | `mux2i_1` |
[cells by family after synthesis]
group | share of synthesized area [%]
compound gates | 9.97
xor+xnor | 3.32
fa+ha+maj | 0.296
buf+inv | 4.89
flops | 25.4
latches | 17.4
mux | 22.3
other cells | 0.0444
simple gates | 16.3
